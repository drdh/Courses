**/design/flow/constraint.sdc**
```tcl
current_design InstructionRamNoCache

set clk_period 1.9
set clk_io_pct 0.2

create_clock -name clk0 -period $clk_period [get_ports {clk}]

set non_clock_inputs [all_inputs -no_clocks]
set_input_delay [expr $clk_period * $clk_io_pct] -clock clk0 $non_clock_inputs
set_output_delay [expr $clk_period * $clk_io_pct] -clock clk0 [all_outputs]
```
**/design/flow/config.mk**
```make
export PLATFORM = sky130hd
export DESIGN_NAME = InstructionRamNoCache
export DESIGN_NICKNAME = InstructionRamNoCache
export VERILOG_FILES = /design/flow/design.v
export SDC_FILE = /design/flow/constraint.sdc
export NUM_CORES = 4
export LEC_CHECK = 1
export CORE_UTILIZATION = 40
```
**/design/flow/run.sh**
```bash
#!/bin/bash
# OpenROAD 26Q1-2900-gdf79404cd8, Yosys 0.63+post, stock flow scripts
make -C /OpenROAD-flow-scripts/flow DESIGN_CONFIG=/design/flow/config.mk WORK_HOME=/design/flow/orfs finish
```
**/design/flow/design.v**
```verilog
module InstructionRam(
    input  clk, rst,
    input  [ 3:0] wea,
    input  [11:0] addra,
    input  [31:0] dina ,
    output reg [31:0] douta
);
initial begin douta=0;end
reg [0:1023][31:0] ram_cell;
initial begin
    ram_cell[       0] = 32'h10004693;
    ram_cell[       1] = 32'h00001137;
    ram_cell[       2] = 32'h00004533;
    ram_cell[       3] = 32'h000045b3;
    ram_cell[       4] = 32'hfff68613;
    ram_cell[       5] = 32'h00261613;
    ram_cell[       6] = 32'h008000ef;
    ram_cell[       7] = 32'h0000006f;
    ram_cell[       8] = 32'h0cc5da63;
    ram_cell[       9] = 32'h0005e333;
    ram_cell[      10] = 32'h000663b3;
    ram_cell[      11] = 32'h006502b3;
    ram_cell[      12] = 32'h0002a283;
    ram_cell[      13] = 32'h04735263;
    ram_cell[      14] = 32'h00750e33;
    ram_cell[      15] = 32'h000e2e03;
    ram_cell[      16] = 32'h005e4663;
    ram_cell[      17] = 32'hffc38393;
    ram_cell[      18] = 32'hfedff06f;
    ram_cell[      19] = 32'h00650eb3;
    ram_cell[      20] = 32'h01cea023;
    ram_cell[      21] = 32'h02735263;
    ram_cell[      22] = 32'h00650e33;
    ram_cell[      23] = 32'h000e2e03;
    ram_cell[      24] = 32'h01c2c663;
    ram_cell[      25] = 32'h00430313;
    ram_cell[      26] = 32'hfedff06f;
    ram_cell[      27] = 32'h00750eb3;
    ram_cell[      28] = 32'h01cea023;
    ram_cell[      29] = 32'hfc7340e3;
    ram_cell[      30] = 32'h00650eb3;
    ram_cell[      31] = 32'h005ea023;
    ram_cell[      32] = 32'hffc10113;
    ram_cell[      33] = 32'h00112023;
    ram_cell[      34] = 32'hffc10113;
    ram_cell[      35] = 32'h00b12023;
    ram_cell[      36] = 32'hffc10113;
    ram_cell[      37] = 32'h00c12023;
    ram_cell[      38] = 32'hffc10113;
    ram_cell[      39] = 32'h00612023;
    ram_cell[      40] = 32'hffc30613;
    ram_cell[      41] = 32'hf7dff0ef;
    ram_cell[      42] = 32'h00012303;
    ram_cell[      43] = 32'h00410113;
    ram_cell[      44] = 32'h00012603;
    ram_cell[      45] = 32'h00410113;
    ram_cell[      46] = 32'h00012583;
    ram_cell[      47] = 32'hffc10113;
    ram_cell[      48] = 32'h00c12023;
    ram_cell[      49] = 32'hffc10113;
    ram_cell[      50] = 32'h00612023;
    ram_cell[      51] = 32'h00430593;
    ram_cell[      52] = 32'hf51ff0ef;
    ram_cell[      53] = 32'h00012303;
    ram_cell[      54] = 32'h00410113;
    ram_cell[      55] = 32'h00012603;
    ram_cell[      56] = 32'h00410113;
    ram_cell[      57] = 32'h00012583;
    ram_cell[      58] = 32'h00410113;
    ram_cell[      59] = 32'h00012083;
    ram_cell[      60] = 32'h00410113;
    ram_cell[      61] = 32'h00008067;
end
always @ (posedge clk or posedge rst)
    if(rst)
        douta <= 0;
    else
        douta <= ram_cell[addra];
always @ (posedge clk)
    if(wea[0]) 
        ram_cell[addra][ 7: 0] <= dina[ 7: 0];
always @ (posedge clk)
    if(wea[1]) 
        ram_cell[addra][15: 8] <= dina[15: 8];
always @ (posedge clk)
    if(wea[2]) 
        ram_cell[addra][23:16] <= dina[23:16];
always @ (posedge clk)
    if(wea[3]) 
        ram_cell[addra][31:24] <= dina[31:24];
endmodule
`timescale 1ns / 1ps
module InstructionRamNoCache(    
    input  clk, rst,
    input  [31:0] addra,
    output [31:0] douta
);
wire [31:0] rdataa;
reg addra_valid_latch=1'b0;
always @ (posedge clk or posedge rst) begin
    if(rst) begin
        addra_valid_latch <= 1'b0;
    end else begin
        addra_valid_latch <= ( addra[31:14]==18'h0 );
    end
end
assign douta = addra_valid_latch ? rdataa : 0;
InstructionRam InstructionRam_inst(    
    .clk       ( clk                       ),
    .rst       ( rst                       ),
    .wea       ( 4'h0                      ),   
    .addra     ( addra[13:2]               ),
    .dina      ( 0                         ),   
    .douta     ( rdataa                    )
);
endmodule
```
==> impl_metrics.ini <==
; physical design summary
[cells_and_area]
instances_no_fill = 610
area_delta_synth_final_pct = 51.3
fill_cells = 620
post-route-util = 0.633
drive_gt1_frac = 0.272

[power_and_ir_drop]
irDropWorstVdd_uv = 216
power_density_mw_per_mm2 = 417
leakagePower_nw = 1.87

[synthesis]
syn_area_mm2 = 0.00286
async_reset_ff_frac = 1.00
ys_cells = 388
ys_types = 64
syn_area_per_cell_um2 = 7.37
flop_cell = dfrtp_1
yosys_warnings = 32800
ys_area_mm2 = 0.00286
yosys.stat.seqShare = 0.263
yosys_register_bits = 30
edf_count = 0
syn_inst = 388

[worst_setup_path]
path_cells = clkdlybuf4s50_1 -> or4_4 -> or2_4 -> nor2_2 -> nand2_1 -> nor2_1
worst-path-buf-inv = 1
critPathTopFamily = simple AND/OR/NAND/NOR gates
end_kind = flop
slowest_delay_ns = 0.42
crit_fanout = 5
slowest_stage = or4_4
cp.required_ns = 2.09
critPathLaunchType = input pin
path_class = in -> reg
arrival_ns = 2.05

[clock_tree]
cts_tree = yes
root_buffer = clkbuf_8
cts_max_level = 2
ctsHoldBuffers = 0
path_clk_slew_ns = 0.07
clock-sinks = 30
clockBufferDepth = 2
cts_buffers = 5

[routing]
drt_iter0_drc = 331
first_pass_iters = 5
drcViolationCount = 0
routed_wl_mm = 10.4
viasPerCell = 5.69
insertedDiodeCount = 0
num_vias = 3470
ant_nets = 0
drt-wirelength-per-cell_um = 17.1

[placement]
dp_hpwl_mm = 7.93
gp_congestion = 1.01
placedCellCount = 602
io_buffers = 63

[grt]
grt_pass1_vias = 3198
grt_max_degree = 31
grt.total_usage = 0.295
antenna_found_initial = 0
gr-total-overflow = 0
grt_pass1_wl_mm = 16.5

[run_status]
status = complete, no violations

[final_timing]
rsz0062_at_grt = no
max_freq_mhz = 537
worst_pin_slew_ns = 0.403
post-route-min-period_ns = 1.86
slew_violations = 0
hold_viol = 0
relSlewSlack = 0.731
setup_tns_ns = 0
finalSetupViolCount = 0
holdWs_ns = 0.477
fin_crit_sh = 0.981

[worst_hold_path]
hold_path.class = in -> async

[floorplan]
die_h_um = 86.5
chipArea_mm2 = 0.00749
coreArea_mm2 = 0.00683
io_pins = 66
die_width_um = 86.5
row_count = 30
initCoreUtil = 0.418

[job]
cap_viol_max_count = 0
warning_count = 27
==> synth_stat cells, types with 9 or more instances <==
master | instances | area, um^2
a21oi_1 | 40 | 200
nand2_1 | 35 | 131
and2_1 | 33 | 206
nor2_1 | 33 | 124
dfrtp_1 | 30 | 751
o21ai_0 | 28 | 140
clkbuf_1 | 17 | 63.8
buf_2 | 13 | 65.1
nand2b_1 | 12 | 75.1
o22ai_1 | 10 | 62.6
a31oi_1 | 9 | 56.3
nand3_1 | 9 | 45.0
nor4_1 | 9 | 56.3
==> power by group <==
| part | internal (mW) | switching (mW) |
|---|---|---|
| Sequential | 0.643 | 0.000845 |
| Combinational | 0.313 | 0.356 |
| Clock | 0.245 | 0.245 |
| Total | 1.20 | 0.602 |
==> cell type report <==
class                           instances  area, um^2  area share
Sequential cell                        30         751       0.174
Multi-Input combinational cell        309        1940       0.448
Inverter                                6        22.5     0.00521
Timing Repair Buffer                  162        1420       0.327
Tap cell                               96         120      0.0278
Clock buffer                            5        68.8      0.0159
Clock inverter                          2        10.0     0.00232
==> sequential cells by signal (all words and copies together), names as in the netlist <==
register and flops:
InstructionRam_inst.douta 29, addra_valid_latch 1
==> stage by stage <==
stage	power, mW	setup WS, ns	instance area, um^2
after CTS	1.78	0.0178	4230
final	1.80	0.0367	4320
after detailed placement	1.28	-0.383	4120
after global placement	1.29	-0.368	4120
after global routing	1.90	0.00187	4320
after floorplan	0.989	0.177	2860
==> cell usage in the layout (no fill, tap or decap), types with 4 or more instances in the layout <==
| cell | n |
|---|---|
| o211ai_1 | 4 |
| nand2b_1 | 11 |
| a22oi_1 | 6 |
| clkbuf_8 | 5 |
| o21ai_0 | 25 |
| a31oi_1 | 9 |
| o22ai_1 | 10 |
| clkdlybuf4s50_1 | 55 |
| nand2_1 | 35 |
| dfrtp_1 | 30 |
| buf_4 | 92 |
| a21o_1 | 5 |
| nand3_1 | 9 |
| a21oi_1 | 38 |
| nor4_1 | 9 |
| inv_1 | 6 |
| nor3_1 | 7 |
| o21ai_1 | 4 |
| and2_1 | 32 |
| dlygate4sd2_1 | 6 |
| nor2_1 | 30 |
| buf_6 | 5 |
==> cells by family (layout without fill, tap and decap cells) <==
kind of cell,after synthesis,count (layout),share of synthesized area
compound gates,139,139,0.313
xor+xnor,4,4,0.0149
buf+inv,49,175,0.0946
flops,30,30,0.263
mux,4,4,0.0184
simple gates,162,162,0.296
==> final timing paths <==
check,startpoint,to,slack [ns],cells after the start
max,addra[11],InstructionRam_inst.douta[11],0.04,6
min,rst,InstructionRam_inst.douta[23],0.48,3
max in group asynchronous,rst,InstructionRam_inst.douta[2],1.12,3
min in group clk0,addra[6],InstructionRam_inst.douta[22],0.58,3
==> layer usage <==
layer  wire length [um]  GRT usage  vias to the layer above
li1                   -          -                     1653
met1               4560      0.450                     1582
met2               4470      0.433                      204
met3               1030     0.0531                       31
met4                359     0.0970                        0
met5                  0          0                        -
==> timing repair <==
item,4_1_cts,5_1_grt
cloned,0,0
endpoints found under the setup margin,14,38
gates resized,12,28
pin swaps,8,3
buffers inserted,1,0
Power figures rest on the tool's default switching activity, not on a simulated workload.
