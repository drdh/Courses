$ cat flow/config.mk
export PLATFORM = sky130hd
export DESIGN_NAME = BHT
export DESIGN_NICKNAME = BHT
export VERILOG_FILES = /design/flow/design.v
export SDC_FILE = /design/flow/constraint.sdc
export NUM_CORES = 4
export LEC_CHECK = 1
export CORE_UTILIZATION = 30
$ cat flow/constraint.sdc
current_design BHT

set clk_period 17.4
set clk_io_pct 0.2

create_clock -name clk0 -period $clk_period [get_ports {clk}]

set non_clock_inputs [all_inputs -no_clocks]
set_input_delay [expr $clk_period * $clk_io_pct] -clock clk0 $non_clock_inputs
set_output_delay [expr $clk_period * $clk_io_pct] -clock clk0 [all_outputs]
$ cat flow/design.v
`timescale 1ns / 1ps
module BHT #(
	parameter TABLE_LEN=4
)(
	input wire clk,
	input wire rst,
	input wire [31:0]PCF,
	output reg PredF,
	output wire [31:0]NPC_PredF,
	input wire [31:0]PCE,
	input wire PredE,
	input wire BranchE,
	input wire [31:0]NPC_PredE,
	input wire [31:0]BrNPC
);
	localparam TABLE_SIZE=1<<TABLE_LEN;
	reg [31:0]Target_Buff[TABLE_SIZE];
	reg [31:0]Target_Buff_Tag[TABLE_SIZE];
	reg[1:0]State_Buff[TABLE_SIZE];
	wire [TABLE_LEN-1:0] Pred_PC_in=PCF[TABLE_LEN+1:2];
	wire [TABLE_LEN-1:0] Update_PC_in=PCE[TABLE_LEN+1:2];
	wire Hit_Buff_Pred=(Target_Buff_Tag[Pred_PC_in]==PCF);
	wire Hit_Buff_Update=(Target_Buff_Tag[Update_PC_in]==PCE);
	assign NPC_PredF=Target_Buff[Pred_PC_in];
	always@(*)
		if(State_Buff[Pred_PC_in][1]==1'b1 && Hit_Buff_Pred)
			PredF<=1'b1;
		else 
			PredF<=1'b0;
	integer i;
	always @ (negedge clk or posedge rst)
	begin
		if(rst)begin
			for(i=0;i<TABLE_SIZE;i=i+1)begin
				Target_Buff[i]<=0;
				Target_Buff_Tag[i]<=0;
				State_Buff[i]<=2'b00;
			end
		end
		else if(BranchE)begin
			Target_Buff[Update_PC_in]<=BrNPC;
			Target_Buff_Tag[Update_PC_in]<=PCE;
			if(Hit_Buff_Update)begin
				case(State_Buff[Update_PC_in])
					2'b00:State_Buff[Update_PC_in]<=2'b01;
					2'b01:State_Buff[Update_PC_in]<=2'b11;
					2'b10:State_Buff[Update_PC_in]<=2'b11;
					2'b11:State_Buff[Update_PC_in]<=2'b11;
					default:State_Buff[Update_PC_in]<=2'b11;
				endcase
			end
			else begin
				State_Buff[Update_PC_in]<=2'b10;
			end
		end
		else if((!BranchE) && Hit_Buff_Update)begin 
			case(State_Buff[Update_PC_in])
				2'b00:State_Buff[Update_PC_in]<=2'b00;
				2'b01:State_Buff[Update_PC_in]<=2'b00;
				2'b10:State_Buff[Update_PC_in]<=2'b00;
				2'b11:State_Buff[Update_PC_in]<=2'b10;
				default:State_Buff[Update_PC_in]<=2'b00;
			endcase
		end
	end
endmodule
$ cat flow/run.sh
#!/bin/bash
# OpenROAD 26Q1-2900-gdf79404cd8, Yosys 0.63+post, stock flow scripts
make -C /OpenROAD-flow-scripts/flow DESIGN_CONFIG=/design/flow/config.mk WORK_HOME=/design/flow/orfs finish
==> Changelog: implementation <==
### Physical design

* Area taken by flip-flops and latches at 26400 sq um
* R2r worst-path depth at 11
* Hold EP: Target_Buff_Tag[4][4]
* Switching share of power at 28.0%
* HP Class: reg -> reg
* Avg Vias per Cell at 6.04
* Non-filler cells, final at 6488
* CORE AREA at 169000 sq um
* Final setup viols at 0
* Die X at 415 um
* Hold Crit Start: Target_Buff_Tag[4][4]
* Chip Area, Yosys at 51100 sq um
* DR iter-0 viols at 3858
* Adder share at 0%
* Max-Cap Viols at 0
* Leak at 24.8 nW
* Top non-seq family: multiplexers
* Placed cells at 6284
* Syn Std Cell Area at 51100 sq um
* Cts hold-fix bufs at 0
* Global placement routability congestion at 1.02
* Antenna-violating nets left at 0
* Cts bufs inserted at 105
* Clock tree buffer depth at 3
* First-pass GRT wire length at 296000 um
* Layout cell share with drive strength beyond 1 at 33.2%
* CP cell instances: a22o_1 -> a222oi_1 -> nand2_1 -> o32ai_1 -> xnor2_1 -> nor4_1 -> nand4_1 -> nor4_1 -> clkdlybuf4s50_1
* Gate Area at 23100 sq um
* FFs w/ async S/R, synth at 100%
* Filler instances at 16.4k
* Area grow syn2layout at 15.7%
* Slew margin rel. at 9.13%
* Distinct lib cells used at 82
* Synth Flop Type: dfrtn_1
* Maximum vdd drop at 0.0907 mV
* Max incr delay on CP at 0.65 ns
* Initial Utilization at 30.2%
* Routed via count at 39.2k
* CP endpoint kind: output pin
* WP data required at 13.92 ns
* Max Clock Skew at 0.0275 ns
* Ys flops at 1056
* CP delay by family, top: simple AND/OR/NAND/NOR gates
* Syn Area/Cell at 12.2 sq um
* Tot Pwr at 0.00710 W
* Ys cells at 4169
* Die Y at 415 um
* Pre-antenna DRT Iters at 7
* Tool Warnings at 76
* Final core utilization at 34.9%
* Post-CTS resize count at 0
* Critical R2R Capture: State_Buff[11][0]
* Initial antenna violation count at 20
* Critical Path Most Common Cell: nor4_1
* WP depth at 9
* # IOs at 165
* Basic Gates by Area at 6.17%
* Clock share of power at 34.7%
* Worst Path Arrival at 13.14 ns
* Post-synthesis sequential area ratio at 51.7%
* Clock transition at path regs at 0.05 ns
* TritonCTS clock tree: yes
* Cell Rows at 151
* Reg2reg start: Target_Buff_Tag[1][27]
* WL final at 208000 um
* Synth warn at 4
* Top area contributor share at 51.7%
* Bufs and invs on worst path at 1
* Largest net degree at the start of global routing at 127
* Grt ovf at 0
* Chip area at 172000 sq um
* Comb pwr share at 17.4%
* P_int at 0.00511 W
* Fin. max-slew vios at 0
* Area fraction in mux cells at 23.2%
* Pwr dens at 120 nW/um^2
* Hpwl dp at 124000 um
* Vias in the first global route at 39.1k
* Ranking of synthesized cells by area: dfrtn_1, mux2_2, a22oi_1
* Status: complete, no violations
* Most instantiated logic cell after routing: dfrtn_1
* Syn Inst Count at 4169
* Drt drc at 0
* I/O Buffers at 131
* Aoi share at 14.5%
* CP max FO at 3
* Post-CTS setup buffers at 0
* Slowest cell on crit path: o32ai_1
* Synth area leader: dfrtn_1
* Wire length per cell at 32.1 um
* Xor/xnor share at 0.789%
* Post-synth EDFFs at 0
* Crit Path Class: reg -> out
* Root buf cell: clkbuf_16
* Hold path cells at 2
* CP Launch Type: flip-flop
* GRT Total Usage at 24.8%
* Deepest level of the CTS H-tree at 3
* TritonCTS Sinks at 1056
* Final Hold Vio Count at 0
* Net Switching at 0.00199 W
* Sequential Power Share at 47.9%
* R2R Setup Slk at 13.50 ns
* Latency at later pin at 0.68 ns
* RSZ-0062 raised after global routing: no
* Slew of the pin with the lowest slew margin at 1.35 ns
* Most numerous logic cells after layout: dfrtn_1, mux2_2, a22oi_1
## cell usage after synthesis, drive strengths merged, types with 19 or more instances
cell type and number:
inv 25, nor3 29, o22a 34, mux2 969, a31oi 19, a22o 111
o21ai 115, nor2 83, a22oi 264, and2 37, a222oi 32, nand4 37
nand2 125, a32oi 24, dfrtn 1056, nand3 99, mux2i 68, buf 115
a221oi 103, o22ai 41, xor2 29, clkbuf 308, nand2b 53, a21oi 107
## layer usage
layer,vias up,global-route usage (%),part of all wire [%]
met5,-,0.111,0.073
met4,22,11.6,6.1
met3,689,12.1,13
met2,2423,34.5,42
met1,20130,32.7,38
li1,15899,-,-
## layout make-up
| type | count | area share (%) |
|---|---|---|
| flip-flops and latches | 1056 | 44.7 |
| multi-input cells | 2661 | 39.1 |
| clock buffers | 152 | 5.17 |
| repair buffers | 320 | 4.89 |
| well taps | 2218 | 4.70 |
| clock inverters | 43 | 1.17 |
| inverters | 29 | 0.191 |
| diodes | 9 | 0.0381 |
## cells by family (layout without fill, tap and decap cells)
family / count (synthesis) / after routing
simple gates: 579 / 579
other cells: 0 / 9
flops: 1056 / 1056
mux: 1048 / 1048
buf+inv: 452 / 544
xor+xnor: 46 / 46
compound gates: 988 / 988
## flip-flops by register name, summed over array words and instances (netlist names)
name             count
State_Buff          32
Target_Buff        512
Target_Buff_Tag    512
## worst max path at each step
stage                           from    end
finish        Target_Buff_Tag[9][27]  PredF
CTS           Target_Buff_Tag[4][31]  PredF
global route  Target_Buff_Tag[13][6]  PredF
## through the flow
stage / area [sq um] / setup TNS [ns] / setup WS [ns] / hold slack [ns]
floorplan: 51100 / -9444.73 / -8.94 / 0.401
global placement: 55300 / 0 / 0.754 / 0.420
detailed placement: 55300 / 0 / 0.733 / 0.423
CTS: 59100 / 0 / 0.771 / 0.429
global route: 59100 / 0 / 0.558 / 0.450
finish: 59100 / 0 / 0.776 / 0.431
## power by group through the flow
stage	logic (W)	clock network [W]	registers, W
5_1_grt	0.00132	0.00259	0.00346
6_report	0.00123	0.00246	0.00340
4_1_cts	0.00122	0.00249	0.00339
## worst reg2reg max path, stage by stage, from the launching register on
cell and delay, ns:
dfrtn_1 0.36, nand2b_1 0.16, o2bb2ai_1 0.14, or4_1 0.53, o31a_1 0.32, a211oi_1 0.44, o2111ai_1 0.29, nor4_2 0.44
a31oi_1 0.39, buf_4 0.32, nand2b_1 0.19, o2bb2ai_1 0.15
No activity file was given, so power comes from the tool's default toggle rates.
