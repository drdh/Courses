==> design.v <==
`timescale 1ns / 1ps
module InstructionROM(
	input [31:0]addr,
	output [31:0]dout
    );
	reg [31:0]Instr[0:63];
	wire [5:0]A;
	assign A=(addr>>2);
	assign dout=Instr[A];
	initial
	begin
	Instr[0]=32'h20080000;
	Instr[1]=32'h200d0050;
	Instr[2]=32'h8dad0000;
	Instr[3]=32'h200b0054;
	Instr[4]=32'h8d6b0000;
	Instr[5]=32'h200c0054;
	Instr[6]=32'h8d8c0004;
	Instr[7]=32'had0b0000;
	Instr[8]=32'had0c0004;
	Instr[9]=32'h21a9fffe;
	Instr[10]=32'h8d0b0000;
	Instr[11]=32'h8d0c0004;
	Instr[12]=32'h016c5020;
	Instr[13]=32'had0a0008;
	Instr[14]=32'h21080004;
	Instr[15]=32'h2129ffff;
	Instr[16]=32'h1d20fff9;
	Instr[17]=32'h08000011;
	end 
endmodule
==> run.sh <==
#!/bin/bash
# OpenROAD 26Q1-2900-gdf79404cd8, Yosys 0.63+post, stock flow scripts
make -C /OpenROAD-flow-scripts/flow DESIGN_CONFIG=/design/flow/config.mk WORK_HOME=/design/flow/orfs finish
==> config.mk <==
export PLATFORM = sky130hd
export DESIGN_NAME = InstructionROM
export DESIGN_NICKNAME = InstructionROM
export VERILOG_FILES = /design/flow/design.v
export SDC_FILE = /design/flow/constraint.sdc
export NUM_CORES = 4
export LEC_CHECK = 1
export CORE_AREA = 10 10 70 70
export DIE_AREA = 0 0 80 80
==> constraint.sdc <==
current_design InstructionROM

set clk_period 2.6
set clk_io_pct 0.2

create_clock -name clk0 -period $clk_period

set non_clock_inputs [all_inputs -no_clocks]
set_input_delay [expr $clk_period * $clk_io_pct] -clock clk0 $non_clock_inputs
set_output_delay [expr $clk_period * $clk_io_pct] -clock clk0 [all_outputs]
==> ci_impl_report.md <==
## Synthesis and layout report

| Metric | Value |
|---|---|
| Endpoint class of the critical path | `primary output` |
| Yosys cell count | `86` |
| Number of ports placed on the die boundary | `64` |
| Chip width | `80 microns` |
| Hold violation total from the final report | `0` |
| Arr. time, crit path | `1.99 ns` |
| Antenna viol nets, final | `0` |
| Type of the worst min-delay path | `input port to primary output` |
| Via count | `791` |
| Cycle use final | `96.5%` |
| Number of antenna violations at the first check in global routing | `0` |
| DRC viols | `0` |
| Number of diodes added for antenna fixing | `0` |
| Fill count | `356` |
| Global-route wire length before repair | `3.31 mm` |
| Synthesized area per cell | `6.77 sq um` |
| Height of the die | `80 microns` |
| Total power density per cell area | `160 nW/um^2` |
| Critical-path cell with the highest stage delay | `clkdlybuf4s50_1` |
| IO Port Bufs | `34` |
| Overall overflow remaining after global route | `0` |
| Final worst-path setup slack | `0.0901 ns` |
| Routability congestion estimate from global placement | `0.856` |
| Shortest clock period the worst path allows after layout | `2.51 ns` |
| Data required time of the critical path | `2.08 ns` |
| Final design utilization | `37.8%` |
| Core region area | `3420 sq um` |
| List of cells traversed by the critical path | `dlygate4sd2_1 > buf_6 > xnor2_1 > or2_1 > a31oi_2 > clkdlybuf4s50_1` |
| Iteration count of the initial detailed-routing pass | `3` |
| Via density | `4.16` |
| Synthesized netlist cell count | `86` |
| Setup Total Neg Slack | `0 ns` |
| Synthesized cell area | `582 sq um` |
| Via count of the first global-routing pass | `759` |
| Die Size | `6400 sq um` |
| Share of post-route cells with drive strength above 1 | `41.7%` |
| Leakage | `0.638 nW` |
| Summed standard-cell area reported by yosys | `582 sq um` |
| Max stage delay on crit path | `0.49 ns` |
| Flip-flops | `0` |
| Synth Warn # | `1` |
| All-layer global routing usage | `5.99%` |
| Critical setup path kind | `input port to primary output` |
| Tool warning count | `65` |
| Setup-failing EPs final | `0` |
| Peak fanout along the critical path | `5` |
| Number of pins with negative max-slew slack in the final report | `0` |
| Initial standard-cell utilization of the core | `17.0%` |
| FF/Latch Area | `0 sq um` |
| Setup WS pre-CTS | `-0.442 ns` |
| Fmax achieved | `398 MHz` |
| Row count | `21` |
| Peak VDD IR | `82.3 uV` |
| Detailed-route wire length per cell | `12.0 microns` |
| Sequential area share after synthesis | `0%` |
| Count of maximum capacitance violations | `0` |
| Startpoint types | `input port` |
| Clock buffer instance count of the final layout | `0` |
| Area growth, synth to finish | `122%` |
| Distinct cells, synth | `33` |
| WL final | `2.28 mm` |
| Number of violations reported at the end of detailed-routing iteration 0 | `16` |
| Run status | `completed` |
| Pin count of the biggest net entering global routing | `10` |
| DP HPWL | `1.72 mm` |
| Total power draw | `0.206 mW` |
-- cells in the mapped netlist (2+ instances only) --
master     n  area [sq um]
a211oi_1   4          30.0
a21oi_1    6          30.0
a31oi_1    2          12.5
buf_4     13          97.6
ha_1       7          87.6
inv_1      5          18.8
nand2_1    4          15.0
nand2b_1   3          18.8
nand3_1    2          10.0
nor2_1     7          26.3
nor2b_1    6          37.5
nor3_1     3          15.0
o21ai_0    3          15.0
o21bai_1   2          15.0
-- placed cells by master (no fill, tap or decap), drive strengths merged, types with 2 or more instances in the layout --
cell,n
buf,38
clkdlybuf4s50,19
dlymetal6s2s,7
nor2,7
ha,7
a21oi,6
nor2b,6
inv,6
dlygate4sd2,5
nand2,4
a211oi,4
nand2b,3
nor3,3
conb,3
clkdlybuf4s15,3
o21ai,3
o21bai,2
nand3,2
a31oi,2
-- worst max-delay path: cells and delay by family --
family	cells	cell delay, ns
buffers and inverters	3	0.90
xor gates and xnor gates	1	0.13
AOI/OAI and AO/OA	1	0.18
and+or+nand+nor	1	0.26
-- per-stage QoR --
step | instance area [sq um] | std cells | hold WS [ns]
floorplan | 589 | 88 | 1.09
global placement | 1100 | 183 | 2.12
detailed placement | 1100 | 183 | 2.12
CTS | 1180 | 186 | 1.87
global route | 1290 | 190 | 1.69
finish | 1290 | 190 | 1.64
-- cells by family after synthesis --
logic type | after synthesis | synth area share (%)
fa+ha+maj | 7 | 15.1
simple gates | 30 | 27.1
mux | 2 | 5.59
compound gates | 23 | 26.0
buf+inv | 22 | 24.1
other cells | 1 | 0.645
xor+xnor | 1 | 1.51
-- final timing paths --
check | start | end | slack (ns) | cells after the start
setup / recovery | addr[5] | dout[26] | 0.09 | 6
hold / removal | addr[6] | dout[6] | 1.64 | 5
-- where the power goes --
group / internal [mW] / switching [mW]
clock: 0 / 0
combinational: 0.128 / 0.0781
sequential: 0 / 0
-- repair_timing --
item                                    CTS  global route
gates resized                            28            24
endpoints found under the setup margin   26            19
hold buffers                              0             0
setup buffers                             2             4
pin swaps                                 2             7
cloned                                    1             0
-- layer usage --
layer  global-route usage [%]  vias up  part of all wire, %  wire length (microns)
met2                     10.8       22                   45                   1030
met4                        0        0                    0                      0
met5                        0        -                    0                      0
met3                     1.36        0                  7.9                    181
met1                     7.47      362                   47                   1060
li1                         -      407                    -                      -
-- cell type report --
type | count | area, sq um | share of cell area [%]
Tap cell | 46 | 57.6 | 4.46
Inverter | 6 | 25.0 | 1.94
Multi-Input combinational cell | 66 | 558 | 43.2
Timing Repair Buffer | 72 | 651 | 50.4
Power and IR drop assume default switching activity.
