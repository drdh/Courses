===== run.sh =====
#!/bin/bash
# OpenROAD 26Q1-2900-gdf79404cd8, Yosys 0.63+post, stock flow scripts
make -C /OpenROAD-flow-scripts/flow DESIGN_CONFIG=/design/flow/config.mk WORK_HOME=/design/flow/orfs finish

===== config.mk =====
export PLATFORM = sky130hd
export DESIGN_NAME = REG_FILE
export DESIGN_NICKNAME = REG_FILE
export VERILOG_FILES = /design/flow/design.v
export SDC_FILE = /design/flow/constraint.sdc
export NUM_CORES = 4
export LEC_CHECK = 1
export CORE_UTILIZATION = 30

===== constraint.sdc =====
current_design REG_FILE

set clk_period 5.7
set clk_io_pct 0.2

create_clock -name clk0 -period $clk_period [get_ports {clk}]

set non_clock_inputs [all_inputs -no_clocks]
set_input_delay [expr $clk_period * $clk_io_pct] -clock clk0 $non_clock_inputs
set_output_delay [expr $clk_period * $clk_io_pct] -clock clk0 [all_outputs]

===== design.v =====
`timescale 1ns / 1ps
module REG_FILE(
	input clk,
	input rst,
	input[5:0] rAddr,
	output[31:0] rDout,
	input[5:0] wAddr,
	input[31:0] wDin,
	input wEna
    );
	reg [31:0]mem[0:63];
	always@(posedge clk,posedge rst)
	begin
		if(rst)
		begin:reset
			integer i;
			for(i=0;i<=63;i=i+1)
				mem[i]=0;
		end
		else if(wEna)
			mem[wAddr]=wDin;
		else
			mem[wAddr]=mem[wAddr];
	end
	assign rDout=wEna ? (rAddr==wAddr ? wDin : mem[rAddr]) : mem[rAddr];	
endmodule

==> flow_metrics.tcl <==
# flow metrics
set metrics [dict create \
    worst_slack_ns -0.0968 \
    logic_area_sq_um 45200 \
    grt_max_degree 110 \
    vias_per_cell 6.96 \
    hpwlAfterDp_microns 610000 \
    use_met1 0.635 \
    maxSlewViolCount 0 \
    crit_chain "dlygate4sd2_1 -> buf_6 -> buf_12 -> buf_6 -> and4b_2 -> nor2b_4 -> buf_12 -> buf_16 -> a22oi_2 -> nand4_1 -> or4_4 -> nor4_4 -> buf_4 -> o31ai_1 -> dlymetal6s2s_1" \
    tightest_slew_ns 1.46 \
    largest_reg_flops 2048 \
    cts_hold_buf 0 \
    tritoncts "done" \
    setup_viol 6 \
    use_met2 0.682 \
    violations "negative setup slack" \
    yosys_warnings 2 \
    routabilityCongestion 1.12 \
    max_slew_margin 0.0231 \
    ys_types 81 \
    io_pins 79 \
    layout_min_cycle_time_ns 5.80 \
    crit_path_max_fanout 6 \
    holdPathEnd "mem[3][24]$_DFFE_PP0N_" \
    path_buffers 8 \
    async_flop_share 1.00 \
    die_w_microns 577 \
    die_h_microns 577 \
    postSynthAreaPerCell_sq_um 9.09 \
    yosysChipArea_sq_um 99200 \
    avgRoutedWirePerCell_microns 54.0 \
    core_area_sq_um 328000 \
    flop_area_sq_um 51200 \
    power.total_mw 43.7 \
    place_ws_ns -1.27 \
    drive_gt1_frac 0.185 \
    cts_root_buffer "clkbuf_16" \
    rr_worst_depth 10 \
    wl_microns 876000 \
    lay_top_count "dfrtp_1" \
    worstPathArrival_ns 4.66 \
    numPortBuffers 78 \
    drtIter0Drc 15000 \
    flop_cell "dfrtp_1" \
    utilization 0.387 \
    outcome "complete, but fails checks" \
    antenna_found_initial 147 \
    overflow 0 \
    min_period_over_period 1.02 \
    fill_cells 32200 \
    yosysSeqAreaShare 0.517 \
    fin_cells 16200 \
    synth-edff-count 0 \
    openroad.warnings 78 \
    hp-class "flip-flop to flip-flop" \
    cts_buffers 242 \
    critPathMaxStageDelay_ns 0.65 \
    synthCells 10900 \
    final_cell_area_sq_um 127000 \
    dp_cells 15500 \
    drv_cap 0 \
    timing.rr.start "mem[45][23]$_DFFE_PP0N_" \
    finClkSkew_ns 0.0719 \
    ant_nets 0 \
    clock_sinks 2048 \
    ys_cells 10900 \
    clk_latency_ns 1.05 \
    r2r-end "mem[49][23]$_DFFE_PP0N_" \
    crit_path_end_kind "output pin" \
    whs_path_depth 2 \
    fmax_mhz 173 \
    grt_pass1_wl_microns 1120000 \
    hold-worst-slack_ns 0.509 \
    peakVddDrop_uv 292 \
    critPathLaunchType "primary input" \
    finalHoldViolCount 0 \
    vias 113000 \
    clockBufferDepth 4 \
    htree_levels 4 \
    setup_tns_ns -0.278 \
    drc 0 \
    syn2layout_area_growth_pct 28.0 \
    syn-cell-area_sq_um 99200 \
    cp_top_family "simple AND/OR/NAND/NOR gates" \
    cp_slowest_cell "nor4_4" \
    r2r_slack_ns 2.44 \
    dr.pass1.iters 8 \
    synth_flops 2048 \
    met3_usage 0.349 \
    cp.required_ns 4.56 \
    layout_top_cells "2,048 x dfrtp_1, 1,534 x nand2_1, 1,440 x a22oi_1" \
    grt_usage 0.540 \
    p_per_area_nw_per_um2 344 \
    grt_pass1_vias 104000 \
    grt_busiest_layer "met2" \
    leakage_nw 54.7 \
    initCoreUtil 0.302 \
    crit_type "primary input to output pin" \
    min-delay-start "mem[3][24]$_DFFE_PP0N_" \
    chipArea_sq_um 333000 \
    clk_pin_slew_ns 0.06 \
    fp-row-count 210 \
    rsz0062_at_grt "yes" \
    place_area_sq_um 117000 \
]
metal layers:
metal,share of wire,up-vias
li1,-,41600
met1,0.35,56200
met2,0.39,11200
met3,0.16,3759
met4,0.098,94
met5,0.0017,-
Yosys cell counts, types with 16 or more instances:
cell type	count	area, sq um
and2_1	52	325
nor2_1	664	2490
nand2_1	1601	6010
o21ai_1	200	1000
buf_4	22	165
a2111oi_0	87	762
nand3_1	335	1680
o21ai_2	17	149
a21oi_1	631	3160
o21ai_0	1287	6440
and3_1	258	1610
or4_1	69	518
nand4_1	425	2660
and4_1	22	193
a221oi_1	43	377
dfrtp_1	2048	51200
buf_1	53	199
nand3b_1	18	135
mux2i_1	58	581
clkbuf_1	775	2910
a22o_1	64	561
nor2b_1	16	100
buf_2	279	1400
mux2_2	61	687
nor4_1	80	500
nor3_1	32	160
a22oi_1	1462	11000
worst max path at each step:
stage,from,to,cells past startpoint
4_1_cts,rAddr[4],rDout[9],14
5_1_grt,rAddr[3],rDout[27],16
6_report,rAddr[3],rDout[31],15
what timing repair did:
action | 4_1_cts | 5_1_grt
gates resized | 105 | 39
setup buffers | 17 | 7
pin swaps | 22 | 23
endpoints found under the setup margin | 32 | 25
area by class of cell:
| cell class | instances | share of cell area |
|---|---|---|
| Antenna cell | 243 | 0.00479 |
| Clock buffer | 338 | 0.0548 |
| Clock inverter | 109 | 0.0114 |
| Inverter | 12 | 0.000384 |
| Multi-Input combinational cell | 7714 | 0.356 |
| Sequential cell | 2048 | 0.404 |
| Tap cell | 4346 | 0.0428 |
| Timing Repair Buffer | 1409 | 0.126 |
cells by family (layout without fill, tap and decap cells):
kind of cell | count (synthesis) | after routing | share of synthesized area
AND/OR/NAND/NOR | 3674 | 3674 | 0.174
AND-OR/OR-AND | 3915 | 3915 | 0.247
buffers and inverters | 1154 | 1868 | 0.0487
flip-flops | 2048 | 2048 | 0.517
XOR/XNOR | 6 | 6 | 0.000530
other | 0 | 243 | 0
multiplexers | 119 | 119 | 0.0128
worst register-to-register path: cells and delay by family, from the launching register on:
kind,cells,cell delay [ns]
buffers and inverters,3,0.65
AOI/OAI and AO/OA,3,0.38
and+or+nand+nor,3,1.30
muxes,1,0.31
DFF,1,0.47
power by group:
part | switching [mW] | internal, mW | leakage (nW)
clock network | 7.29 | 9.62 | 4.12
logic | 3.88 | 2.20 | 23.9
registers | 3.58 | 17.1 | 26.7
Power figures rest on the tool's default switching activity, not on a simulated workload.
